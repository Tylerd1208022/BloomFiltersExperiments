===== flow/design.v =====
`timescale 1ns/10ps
module LFSR(WE,Increment,Zero,rstb,CLK,OF);
    input WE;    
    input Increment;  
    input rstb;  
    input CLK;
    output Zero;  
    output OF; 
    reg [7:0]counter;  
    wire [7:0]incVals, decVals;  
    wire [7:0]currVals, rstVals; 
    wire [7:0]changeVal, constVal, nextVal;
    wire [7:0]GND;
    wire allowChange, overflow, NoOverride;  
    assign GND = 0;
    assign incVals[0] = counter[7];
    assign incVals[1] = counter[0];
    assign incVals[2] = counter[1];
    assign incVals[3] = counter[2];
    xnor_gate FwdTap1(counter[3],counter[7],incVals[4]);
    xnor_gate FwdTap2(counter[4],counter[7],incVals[5]);
    xnor_gate FwdTap3(counter[5],counter[7],incVals[6]);
    assign incVals[7] = counter[6];
    assign decVals[7] = counter[0];
    assign decVals[0] = counter[1];
    assign decVals[1] = counter[2];
    assign decVals[2] = counter[3];
    xnor_gate BckTap1(counter[4],counter[0],decVals[3]);
    xnor_gate BckTap2(counter[5],counter[0],decVals[4]);
    xnor_gate BclTap3(counter[6],counter[0],decVals[5]);
    assign decVals[6] = counter[7];
    OVFDetector ODetect(counter,overflow);
    assign OF = overflow;
    mux_n #(.n(8))ChangeMux(Increment,incVals,decVals,changeVal);
    mux_n #(.n(8))ConstMux(rstb,GND,counter,constVal);
    nor_gate overridecheck(rstb,overflow,NoOverride);
    and_gate allowChangeGate(NoOverride,WE,allowChange);
    mux_n #(.n(8))StateChangeMux(allowChange,changeVal,constVal,nextVal);
    ZeroDetector ZDetect(nextVal,zero);
    always @(posedge CLK)  counter <= nextVal;
endmodule
`timescale 1ns/10ps
module ZeroDetector(bits,zero);
    input [7:0] bits;
    output zero;
    wire [3:0]firstLayer;
    wire[1:0]secondLayer;
    wire nonzero;
    or_gate L1G1(bits[0],bits[1],firstLayer[0]);
    or_gate L1G2(bits[2],bits[3],firstLayer[1]);
    or_gate L1G3(bits[4],bits[5],firstLayer[2]);
    or_gate L1G4(bits[6],bits[7],firstLayer[3]);
    or_gate L2G1(firstLayer[0],firstLayer[1],secondLayer[0]);
    or_gate L2G2(firstLayer[2],firstLayer[3],secondLayer[1]);
    or_gate nonzeroGate(secondLayer[0],secondLayer[1],nonzero);
    not_gate finalGate(nonzero,zero);
endmodule
module OVFDetector(bits,OVF);
    input [7:0]bits;
    output OVF;
    wire [3:0]firstLayer;
    wire[1:0]secondLayer;
    and_gate L1G1(bits[0],bits[1],firstLayer[0]);
    and_gate L1G2(bits[2],bits[3],firstLayer[1]);
    and_gate L1G3(bits[4],bits[5],firstLayer[2]);
    and_gate L1G4(bits[6],bits[7],firstLayer[3]);
    and_gate L2G1(firstLayer[0],firstLayer[1],secondLayer[0]);
    and_gate L2G2(firstLayer[2],firstLayer[3],secondLayer[1]);
    and_gate nonzeroGate(secondLayer[0],secondLayer[1],OVF);
endmodule
`timescale 1ns/10ps
module and_gate(a,b,out);
    input a, b;
    output out;
    assign out = a & b;
endmodule
`timescale 1ns/10ps
module mux_n(sel,a,b,out);
    parameter n = 32;
    input sel;
    input [n-1:0]a,b;
    output [n-1:0]out;
    wire [n-1:0]selTrue, selFalse;
    wire notSel;
    not_gate selInverter(sel,notSel);
    genvar i;
    generate
        for(i = 0; i < n; i = i + 1) begin
            and_gate SelFilter(sel,a[i],selTrue[i]);
            and_gate NotSelFilter(notSel,b[i],selFalse[i]);
        end
    endgenerate
    or_gate_n #(.n(n))finalGate(selFalse,selTrue,out);
endmodule
`timescale 1ns/10ps
module nor_gate(a,b,out);
    input a,b;
    output out;
    assign out = ~(a | b);
endmodule
`timescale 1ns/10ps
module not_gate(a,out);
    input a;
    output out;
    assign out = ~a;
endmodule
`timescale 1ns/10ps
module or_gate(a,b,out);
    input a,b;
    output out;
    assign out = a | b;
endmodule
`timescale 1ns/10ps
module or_gate_n(a,b,out);
    parameter n = 32;
    input [n-1:0]a,b;
    output [n-1:0]out;
    assign out = a | b;
    endmodule
`timescale 1ns/10ps
module xnor_gate(a,b,out);
    input a,b;
    output out;
    assign out = ~(a^b);
endmodule

===== flow/run.sh =====
#!/bin/bash
# OpenROAD 26Q1-2900-gdf79404cd8, Yosys 0.63+post, stock flow scripts
make -C /OpenROAD-flow-scripts/flow DESIGN_CONFIG=/design/flow/config.mk WORK_HOME=/design/flow/orfs finish

===== flow/config.mk =====
export PLATFORM = sky130hd
export DESIGN_NAME = LFSR
export DESIGN_NICKNAME = LFSR
export VERILOG_FILES = /design/flow/design.v
export SDC_FILE = /design/flow/constraint.sdc
export NUM_CORES = 4
export LEC_CHECK = 1
export CORE_AREA = 10 10 70 70
export DIE_AREA = 0 0 80 80

===== flow/constraint.sdc =====
current_design LFSR

set clk_period 1.9
set clk_io_pct 0.2

create_clock -name clk0 -period $clk_period [get_ports {CLK}]

set non_clock_inputs [all_inputs -no_clocks]
set_input_delay [expr $clk_period * $clk_io_pct] -clock clk0 $non_clock_inputs
set_output_delay [expr $clk_period * $clk_io_pct] -clock clk0 [all_outputs]

==> flow_summary.yaml <==
# flow metrics
global_route:
  grt_use_total_pct: 2.693
  grt_antenna_before_repair: 0
  grt_overflow_total: 0
  grt_pass1_wl_mm: 1.386
  grt_max_degree: 14
  grt_pass1_vias: 298
logic_synthesis:
  synth-edff-count: 0
  yosys.stat.seqShare_pct: 35.96
  yosys_warnings: 3
  yosys-top-cells-count: "8 x dfxtp_1, 7 x a211oi_1, 7 x nor2_1"
  synthCells: 48
  top_area_cell: "dfxtp_1"
  postSynth.asyncResetShare_pct: 0
  netlist_area_um2: 445.4
  synth_top_cell_by_count: "dfxtp_1"
  yosysTopAreaCellShare_pct: 35.96
  ys_cells: 48
  synthTopCellsByArea: "dfxtp_1 36%, a211oi_1 12%, mux2i_1 11%"
  ys_chip_area_um2: 445.4
  syn_area_per_cell_um2: 9.280
  ys.flop_type: "dfxtp_1"
  ys.flops: 8
  synth_cell_types: 17
timing:
  rsz0062_at_grt: "no"
  finalHoldViolCount: 0
  finalSetupViolations: 0
  drv_slew: 0
  fin_skew_ps: 4.370
  setup_tns_ps: 0
  period_used_pct: 94.84
  period_needed_ps: 1802
  fmax_mhz: 554.9
clock_network:
  cts_tree: "built"
  cts.repair.resized: 0
  post-cts-setup-buffer-count: 0
  root_buffer: "clkbuf_4"
  hold_buffers: 0
  numCtsBuffers: 3
  clkLatencyLatePin_ps: 260
  htreeDepth: 1
  cts.path.max_buffers: 2
  clock-sinks: 8
  clkTransAtPathRegs_ps: 50
power:
  finalPower_mw: 0.3984
  p_leak_nw: 0.1971
  p_comb_share_pct: 18.1
  power_frac_seq_pct: 49.2
  power.internal_mw: 0.2932
  netSwitchingFraction_pct: 26.41
  switchingPower_mw: 0.1052
  vdd_drop_max_mv: 0.4298
  powerDensity_nw_per_um2: 730.3
  pwr-share-clk_pct: 32.7
die:
  num_rows: 21
  fp-utilization_pct: 13.04
  die_w_um: 80
  io_pins: 6
  dieArea_um2: 6400
  coreArea_um2: 3416
  fp.dieH_um: 80
route:
  antenna_left: 0
  drc_errors: 0
  via_per_inst: 3.398
  vias: 333
  drt_first_pass_iters: 4
  wl_um: 831
  drt_iter0_drc: 5
  wl_per_cell_um: 8.480
  antennaDiodeCount: 0
worst_setup_path:
  cp-end-kind: "primary output"
  critPathKind: "flop to primary output"
  crit_arrival_ps: 1420
  startpoint_type: "flop"
  timing.rr.start: "counter[0]"
  cp.required_ps: 1520
  rrSetupSlack_ps: 900
  path_max_fanout: 4
  r2r_cells: 4
  worstReg2RegEnd: "counter[3]"
cells_and_area:
  area_growth_pct: 22.47
  n_fill_cell: 392
  drive_gt1_share_pct: 15.38
  reg_top3: "counter x8"
  largest_register_ffs: 8
  regMostFlops: "counter"
  fin_util_pct: 15.97
flow_run:
  max-cap-violations: 0
  tool_warnings: 25
run_status:
  status: "finished clean"
hold_path:
  min_from: "counter[1]"
  hp-class: "flop to flop"
  min_delay_path_depth: 2
  hold_end: "counter[1]"
placement:
  gp_congestion: 0.7649
  portBuffers: 4
-- logic make-up after synthesis --
logic type	after synthesis	synth area share, %
AOI/OAI and AO/OA	10	17.41
xor gates and xnor gates	6	11.80
buffers and inverters	6	9.548
DFF	8	35.95
muxes	5	11.24
other	1	0.8419
and+or+nand+nor	12	13.20
-- power groups by stage --
| stage | clock, mW | combinational (mW) | sequential (mW) |
|---|---|---|---|
| 4_1_cts | 0.136 | 0.0724 | 0.196 |
| 5_1_grt | 0.144 | 0.0797 | 0.198 |
| 6_report | 0.130 | 0.0722 | 0.196 |
-- final cells by class --
class	count	area, um2	share of cell area (%)
repair buffers	7	62.56	11.47
multi-input cells	34	242.7	44.50
clock buffers	3	22.52	4.128
well taps	46	57.56	10.55
flip-flops and latches	8	160.2	29.36
-- worst max path at each step --
stage	depth (start not counted)	start	slack (ps)	to
CTS	3	counter[4]	100	OF
global route	3	counter[4]	0.9	OF
finish	3	counter[4]	100	OF
-- placed cells by master, fill, tap and decap left out --
| master | n |
|---|---|
| buf_4 | 3 |
| a211oi_2 | 1 |
| conb_1 | 1 |
| a211oi_1 | 7 |
| o22ai_1 | 2 |
| clkbuf_4 | 3 |
| nor2_1 | 7 |
| mux2i_1 | 5 |
| xnor2_1 | 4 |
| and2b_1 | 1 |
| nand2_1 | 1 |
| nand4_1 | 2 |
| xor2_1 | 2 |
| dfxtp_1 | 8 |
| clkdlybuf4s50_1 | 4 |
| and2b_2 | 1 |
-- worst max-delay path, cell delays in order (launching register included) --
cell             delay [ps]
dfxtp_1                 420
nand4_1                 120
nor2_1                  140
clkdlybuf4s50_1         480
-- routing by layer --
layer / GRT usage (%) / wire, um / up-vias
met4: 0.5282 / 19 / 0
li1: - / - / 175
met5: 0 / 0 / -
met2: 2.889 / 287 / 9
met3: 1.818 / 80 / 2
met1: 4.086 / 445 / 147
-- metrics by stage --
step | area (um2) | hold WS, ps | instances | setup slack (ps)
2_1_floorplan | 445.4 | 501.9 | 48 | 855.5
3_3_place_gp | 523.0 | 523.6 | 95 | 261.1
3_5_place_dp | 523.0 | 527.9 | 95 | 217.8
4_1_cts | 545.5 | 539.6 | 98 | 96.54
5_1_grt | 545.5 | 570.0 | 98 | 0.8840
6_report | 545.5 | 538.7 | 98 | 97.96
Power and IR drop assume default switching activity.
