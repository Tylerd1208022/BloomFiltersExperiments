## ./design.v

```verilog
`timescale 1ns/10ps
module and_gate_n(a,b,out);
    parameter n = 32;
    input [n-1:0]a,b;
    output [n-1:0]out;
    assign out = a & b;
 endmodule
```

## ./run.sh

```bash
#!/bin/bash
# OpenROAD 26Q1-2900-gdf79404cd8, Yosys 0.63+post, stock flow scripts
make -C /OpenROAD-flow-scripts/flow DESIGN_CONFIG=/design/flow/config.mk WORK_HOME=/design/flow/orfs finish
```

## ./constraint.sdc

```tcl
current_design and_gate_n

set clk_period 1.0
set clk_io_pct 0.2

create_clock -name clk0 -period $clk_period

set non_clock_inputs [all_inputs -no_clocks]
set_input_delay [expr $clk_period * $clk_io_pct] -clock clk0 $non_clock_inputs
set_output_delay [expr $clk_period * $clk_io_pct] -clock clk0 [all_outputs]
```

## ./config.mk

```make
export PLATFORM = sky130hd
export DESIGN_NAME = and_gate_n
export DESIGN_NICKNAME = and_gate_n
export VERILOG_FILES = /design/flow/design.v
export SDC_FILE = /design/flow/constraint.sdc
export NUM_CORES = 4
export LEC_CHECK = 1
export CORE_AREA = 10 10 70 70
export DIE_AREA = 0 0 80 80
```

==> flow_results.xml <==
<?xml version="1.0" encoding="UTF-8"?>
<metrics>
  <group name="timing">
    <metric name="fmax" unit="MHz">1120</metric>
    <metric name="final-setup-viol-count" unit="">0</metric>
    <metric name="slew_headroom" unit="%">96.1</metric>
    <metric name="fin_setup_tns" unit="ns">0</metric>
    <metric name="grt_setup_unrepaired" unit="">no</metric>
    <metric name="final_critical_path_required_period" unit="ns">0.892</metric>
    <metric name="final-hold-violation-count" unit="">0</metric>
    <metric name="min_period_over_period" unit="%">89.2</metric>
    <metric name="worst_pin_slew" unit="ns">0.0581</metric>
    <metric name="final_critical_path_setup_slack" unit="ns">0.108</metric>
    <metric name="slew_viol_final" unit="">0</metric>
  </group>
  <group name="logic_synthesis">
    <metric name="synth-cells-yosys" unit="">32</metric>
    <metric name="largest_area_cell" unit="">sky130_fd_sc_hd__and2_1</metric>
    <metric name="chip_area_from_the_yosys_synthesis_statistics" unit="um2">200</metric>
    <metric name="synth_cells" unit="">32</metric>
    <metric name="synth.lib_cells_used.distinct" unit="">1</metric>
    <metric name="syn_area_per_cell" unit="um2">6.26</metric>
    <metric name="yosys.cell_count.top_type" unit="">sky130_fd_sc_hd__and2_1</metric>
    <metric name="mappedNetlistArea" unit="um2">200</metric>
    <metric name="post_synth_most_frequent_cells" unit="">sky130_fd_sc_hd__and2_1</metric>
    <metric name="top_cells_by_area" unit="">sky130_fd_sc_hd__and2_1</metric>
    <metric name="yosysWarnings" unit="">0</metric>
    <metric name="yosys.stat.seqShare" unit="%">0</metric>
    <metric name="area_share_of_the_leading_cell_type_in_the_synthesized_netlist" unit="%">100</metric>
  </group>
  <group name="cells_and_area">
    <metric name="finalCoreUtilization" unit="%">28.7</metric>
    <metric name="layoutNonFillerInstCount" unit="">174</metric>
    <metric name="layout.clock_buffers" unit="">0</metric>
    <metric name="layout.area.comb" unit="um2">203</metric>
    <metric name="fraction_of_layout_instances_using_a_drive_strength_above_1" unit="%">25.8</metric>
    <metric name="design.seq.count" unit="">0</metric>
    <metric name="fillerInstances" unit="">431</metric>
    <metric name="area_growth" unit="%">390</metric>
    <metric name="layout.area.seq" unit="um2">0</metric>
  </group>
  <group name="critical_path">
    <metric name="critPathSlowestCell" unit="">sky130_fd_sc_hd__dlygate4sd2_1</metric>
    <metric name="cp_required" unit="ns">0.80</metric>
    <metric name="worstSetupPathDepth" unit="">3</metric>
    <metric name="timing.critical_path.from" unit="">b[16]</metric>
    <metric name="end_of_the_critical_path" unit="">out[16]</metric>
    <metric name="worst_setup_path_end_kind" unit="">output pin</metric>
    <metric name="critPathLaunchType" unit="">input pin</metric>
    <metric name="crit_chain" unit="">dlygate4sd2_1 -&gt; and2_1 -&gt; buf_2</metric>
    <metric name="crit_fanout" unit="">1</metric>
    <metric name="arrival" unit="ns">0.69</metric>
    <metric name="kind_of_critical_path" unit="">in -&gt; out</metric>
    <metric name="critical-path-top-delay-family" unit="">buffers and inverters</metric>
    <metric name="cp.buffers_inverters" unit="">2</metric>
    <metric name="critical_path.max_stage_delay" unit="ns">0.23</metric>
  </group>
  <group name="route">
    <metric name="drc_errors" unit="">0</metric>
    <metric name="post_drt_wl_per_cell" unit="um">12.8</metric>
    <metric name="drt_first_iter_violations" unit="">1</metric>
    <metric name="avgViaCountPerCell" unit="">3.20</metric>
    <metric name="drt-pass1-iter-count" unit="">2</metric>
    <metric name="final_antenna_net_count" unit="">0</metric>
    <metric name="n_antenna_cell" unit="">0</metric>
    <metric name="totalWireLength" unit="um">2220</metric>
    <metric name="dr_total_vias" unit="">557</metric>
  </group>
  <group name="flow_run">
    <metric name="drv_cap" unit="">0</metric>
    <metric name="warning_count" unit="">32</metric>
  </group>
  <group name="placement">
    <metric name="place_inst" unit="">174</metric>
    <metric name="number_of_buffers_added_on_ports" unit="">96</metric>
    <metric name="worst_setup_slack_before_clock_tree_synthesis" unit="ns">-0.468</metric>
    <metric name="finalWeightedCongestion" unit="">0.800</metric>
    <metric name="dp_hpwl" unit="um">2210</metric>
  </group>
  <group name="pwr">
    <metric name="p_per_area" unit="nW/um2">253</metric>
    <metric name="power.ir.vdd_worst" unit="uV">74.7</metric>
    <metric name="power.static_leakage" unit="nW">0.576</metric>
    <metric name="post-layout-total-power" unit="mW">0.248</metric>
  </group>
  <group name="grt">
    <metric name="initial_antenna_violation_count" unit="">0</metric>
    <metric name="groute.usage.overall" unit="%">5.89</metric>
    <metric name="grt_first_pass_wirelength" unit="um">3050</metric>
    <metric name="grt_max_degree" unit="">2</metric>
    <metric name="grt.overflow.total" unit="">0</metric>
    <metric name="first_global_vias" unit="">637</metric>
  </group>
  <group name="floorplan">
    <metric name="die_height" unit="um">80</metric>
    <metric name="placementRows" unit="">21</metric>
    <metric name="floorplan.die.width" unit="um">80</metric>
    <metric name="io_pins" unit="">96</metric>
    <metric name="share_of_the_core_filled_by_cells_before_placement" unit="%">5.86</metric>
    <metric name="design.die.area" unit="um2">6400</metric>
    <metric name="floorplan.core_area" unit="um2">3420</metric>
  </group>
  <group name="clock_tree">
    <metric name="cts.repair_timing.setup_buffer_count" unit="">0</metric>
  </group>
  <group name="run_status">
    <metric name="run_status" unit="">completed</metric>
  </group>
  <group name="worst_hold_path">
    <metric name="hp-class" unit="">in -&gt; out</metric>
    <metric name="hold_depth" unit="">3</metric>
  </group>
</metrics>
what timing repair did:
item / in CTS / in global routing
setup endpoints to repair: 32 / 0
resized: 161 / 0
hold buffers: 0 / 0
layer usage:
| metal | part of all wire (%) | track usage, % | up-vias | wire length [um] |
|---|---|---|---|---|
| li1 | - | - | 288 | - |
| met1 | 30 | 4.68 | 226 | 675 |
| met2 | 52 | 11.7 | 43 | 1160 |
| met3 | 18 | 4.32 | 0 | 389 |
| met4 | 0 | 0 | 0 | 0 |
| met5 | 0 | 0 | - | 0 |
through the flow:
| stage | instance area [um2] | hold slack [ns] |
|---|---|---|
| after global routing | 981 | 0.783 |
| after detailed placement | 1220 | 1.32 |
| after floorplan | 200 | 0.472 |
| after global placement | 1220 | 1.32 |
| final | 981 | 0.766 |
| after CTS | 981 | 0.772 |
power breakdown:
group	switching [mW]	internal, mW	total, mW	leakage, nW
combinational	0.0485	0.199	0.248	0.576
sequential	0	0	0	0
clock	0	0	0	0
cell type report:
| cell class | instances | share of cell area, % |
|---|---|---|
| tap | 46 | 5.87 |
| timing repair buffer | 96 | 73.5 |
| multi-input combinational | 32 | 20.7 |
cells in the final DEF, fill, tap and decap left out:
| cell type | synthesis | layout |
|---|---|---|
| sky130_fd_sc_hd__dlygate4sd2_1 | 0 | 64 |
| sky130_fd_sc_hd__buf_2 | 0 | 32 |
| sky130_fd_sc_hd__and2_4 | 0 | 1 |
| sky130_fd_sc_hd__and2_1 | 32 | 31 |
worst min path at each step:
stage	start	endpoint	slack [ns]
6_report	a[28]	out[28]	0.77
5_1_grt	a[15]	out[15]	0.78
4_1_cts	a[28]	out[28]	0.77
logic make-up after synthesis:
group | synth area share (%)
simple gates | 100
No activity file was given, so power comes from the tool's default toggle rates.
