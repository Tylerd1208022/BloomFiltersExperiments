--- design/flow/config.mk ---
export PLATFORM = sky130hd
export DESIGN_NAME = and_gate_condense
export DESIGN_NICKNAME = and_gate_condense
export VERILOG_FILES = /design/flow/design.v
export SDC_FILE = /design/flow/constraint.sdc
export NUM_CORES = 4
export LEC_CHECK = 1
export CORE_AREA = 10 10 70 70
export DIE_AREA = 0 0 80 80
--- design/flow/constraint.sdc ---
current_design and_gate_condense

set clk_period 1.7
set clk_io_pct 0.2

create_clock -name clk0 -period $clk_period

set non_clock_inputs [all_inputs -no_clocks]
set_input_delay [expr $clk_period * $clk_io_pct] -clock clk0 $non_clock_inputs
set_output_delay [expr $clk_period * $clk_io_pct] -clock clk0 [all_outputs]
--- design/flow/design.v ---
`timescale 1ns/10ps
module and_gate_condense(in,out);
    parameter n = 32;
    input [n-1:0]in;
    output out;
    assign out = &in;
endmodule
module or_gate_condense(in,out);
    parameter n = 32;
    input [n-1:0]in;
    output out;
    assign out = |in;
endmodule
--- design/flow/run.sh ---
#!/bin/bash
# OpenROAD 26Q1-2900-gdf79404cd8, Yosys 0.63+post, stock flow scripts
make -C /OpenROAD-flow-scripts/flow DESIGN_CONFIG=/design/flow/config.mk WORK_HOME=/design/flow/orfs finish
==> results_slide.txt <==
Synthesis and Place & Route Summary

Run status
  – Outcome: finished, final reports clean

Clock tree
  – Post-CTS setup buffer count: 0
  – Hold buffer count at cts: 0

Route
  – Remaining DRCs: 0
  – Final WL: 985 microns
  – DRT antenna net count: 0
  – Vias/cell: 2.82
  – Vias: 254
  – Diode count: 0
  – WL/cell: 10.9 microns
  – DRT Pass-1 Iters: 2
  – 1st-iter DRT viols: 1

Final timing
  – Final setup viols: 0
  – Worst-Margin Slew: 0.0951 ns
  – Period utilization: 96.9%
  – Setup ws final: 0.0525 ns
  – Slew headroom: 93.6%
  – Final Hold Fails: 0
  – F_max: 0.607 GHz
  – Fin. max-slew vios: 0
  – Hold slack final: 1.08 ns
  – Fin crit period: 1.65 ns
  – RSZ-0062 raised after global routing: no

Cells and area
  – Flop Count: 0
  – Post-layout instance area: 405 sq um
  – Final core occ: 11.9%
  – Flop area: 0 sq um
  – Fill cells: 403
  – Share of cells above drive strength 1: 9.09%
  – P&R area growth vs syn: 489%
  – # clk buffers: 0

Floorplan
  – # rows: 21
  – Ports: 33
  – Die Size: 6400 sq um
  – Die X: 80 microns
  – Die Height: 80 microns
  – Pre-Place Util: 2.01%
  – Core Region: 3420 sq um

Power
  – Sequential power share: 0%
  – Sw Ratio: 23.5%
  – Power per Cell Area: 125 nW/um^2
  – Clock network power share: 0%
  – Combinational share of power: 100.0%
  – Switch Pwr: 12.0 uW
  – Worst vdd ir: 0.00947 mV
  – Static leakage: 0.173 nW
  – Int Pwr: 38.9 uW

Synth
  – Post-Synthesis Cells: 11
  – Distinct cells, synth: 3
  – Mapped Area: 68.8 sq um
  – YS chip area: 68.8 sq um
  – Largest area contributor in the netlist: nand4_1
  – Synth Warn #: 0
  – Count leader, synth: nand4_1
  – Synth top area cells: nand4_1, or4_1, nor2_1
  – Synth Seq Share: 0%
  – Commonest cells post-synth: nand4_1, or4_1, nor2_1
  – Mean Syn Cell Area: 6.26 sq um
  – Max-area cell share: 72.7%
  – Yosys cell count: 11

Placement
  – Post-place setup slack: -0.637 ns
  – # port buffers: 33
  – Placer congestion estimate: 0.897
  – Area after DPL: 457 sq um

GRT
  – Largest net degree at the start of global routing: 2
  – GRT Total Usage: 2.84%
  – First-pass GRT wire length: 1470 microns
  – GR Overflow Total: 0
  – Vias in the first global route: 297
  – Initial antenna violation count: 0

Worst setup path
  – Crit path largest cell delay: 0.50 ns
  – Critical-path cell list: dlygate4sd2_1, nand4_1, or4_1, nor2_1, buf_2
  – Slowest-stage cell, CP: or4_1
  – Endpoint type of the worst setup path: primary output
  – CP startpoint kind: input pin
  – Worst EP arrival: 1.31 ns
  – CP Class: in -> out
  – Worst Path Max Fanout: 1
  – Crit path DRT: 1.36 ns

Min path
  – Worst min-delay path category: in -> out

Run
  – Total tool warning count: 32
  – MaxCap Viol Count: 0
## cell families (layout without fill, tap and decap cells)
logic type             Yosys count  count (layout)  synth area share (%)
buffers and inverters            0              33                     0
and+or+nand+nor                 11              11                   100
## final cells by class
| type | instances | area, sq um | share of cell area (%) |
|---|---|---|---|
| Multi-Input combinational cell | 11 | 68.8 | 17.0 |
| Tap cell | 46 | 57.6 | 14.2 |
| Timing Repair Buffer | 33 | 279 | 68.8 |
## through the flow
| stage | total power, mW | cells | setup TNS [ns] |
|---|---|---|---|
| after global placement | 0.0768 | 90 | -0.635 |
| after global routing | 0.0566 | 90 | 0 |
| after detailed placement | 0.0780 | 90 | -0.637 |
| after floorplan | 0.00266 | 11 | 0 |
| after CTS | 0.0517 | 90 | 0 |
| final | 0.0509 | 90 | 0 |
## power by group through the flow
stage	clock, mW	sequential (mW)	combinational [mW]
CTS	0	0	0.0517
global route	0	0	0.0566
finish	0	0	0.0509
## worst max-delay path, delay by kind of cell
family / cells / cell delay [ns]
AND/OR/NAND/NOR: 3 / 0.67
buffers and inverters: 2 / 0.31
## per-layer routing
metal	global-route usage (%)	share of wire (%)	wire, microns	vias to the layer above
met4	0.704	2.1	21	0
met1	3.56	48	468	99
met3	1.36	20	200	2
met5	0	0	0	-
li1	-	-	-	119
met2	4.25	30	293	34
## path summary, 6_finish.rpt
| path | startpoint | endpoint | slack [ns] | depth (start not counted) |
|---|---|---|---|---|
| setup / recovery | in[18] | out | 0.05 | 5 |
| hold / removal | in[22] | out | 1.08 | 5 |
## cell usage in the layout (no fill, tap or decap), drive strengths merged
master / Yosys / final
dlygate4sd2: 0 / 25
buf: 0 / 1
nor2: 1 / 1
or4: 2 / 2
nand4: 8 / 8
clkdlybuf4s15: 0 / 4
clkbuf: 0 / 3
## repair_timing
item / CTS / global route
gates resized: 35 / 10
pin swaps: 11 / 4
endpoints found under the setup margin: 1 / 1
No activity file was given, so power comes from the tool's default toggle rates.
